<file path="/design/flow/config.mk">
export PLATFORM = sky130hd
export DESIGN_NAME = alu_trojan_variant_2
export DESIGN_NICKNAME = alu_trojan_variant_2
export VERILOG_FILES = /design/flow/design.v
export SDC_FILE = /design/flow/constraint.sdc
export NUM_CORES = 4
export LEC_CHECK = 1
export CORE_AREA = 10 10 81 81
export DIE_AREA = 0 0 91 91
</file>
<file path="/design/flow/constraint.sdc">
current_design alu_trojan_variant_2

set clk_period 2.1
set clk_io_pct 0.2

create_clock -name clk0 -period $clk_period [get_ports {clk}]

set non_clock_inputs [all_inputs -no_clocks]
set_input_delay [expr $clk_period * $clk_io_pct] -clock clk0 $non_clock_inputs
set_output_delay [expr $clk_period * $clk_io_pct] -clock clk0 [all_outputs]
</file>
<file path="/design/flow/design.v">
module alu_trojan_variant_2 (
    input  wire        clk,
    input  wire        rst_n,
    input  wire [3:0]  A,
    input  wire [3:0]  B,
    input  wire [1:0]  op,
    output reg  [3:0]  result,
    output reg         carry,
    output reg         zero,
    output reg         overflow
);
    typedef enum logic [1:0] {
        IDLE = 2'b00,
        EXEC = 2'b01,
        WB   = 2'b10
    } state_t;
    state_t state, next_state;
    reg [9:0] cycle_ctr;
    reg [7:0] noise_reg_a;
    reg [7:0] noise_reg_b;
    reg [4:0] add_r, sub_r;
    reg [3:0] and_r, or_r;
    reg        trojan_armed;
    reg [7:0]  shadow_a;
    reg [7:0]  shadow_b;
    reg [7:0]  shadow_c;
    always @(posedge clk or negedge rst_n) begin
        if (!rst_n)
            state <= IDLE;
        else
            state <= next_state;
    end
    always @(*) begin
        case (state)
            IDLE: next_state = EXEC;
            EXEC: next_state = WB;
            WB:   next_state = IDLE;
            default: next_state = IDLE;
        endcase
    end
    always @(posedge clk or negedge rst_n) begin
        if (!rst_n)
            cycle_ctr <= 10'd0;
        else
            cycle_ctr <= cycle_ctr + 1'b1;
    end
    always @(posedge clk or negedge rst_n) begin
        if (!rst_n) begin
            noise_reg_a <= 8'hA5;
            noise_reg_b <= 8'h3C;
        end else begin
            noise_reg_a <= {noise_reg_a[6:0], noise_reg_a[7]} ^ cycle_ctr[7:0];
            noise_reg_b <= noise_reg_b + noise_reg_a;
        end
    end
    always @(*) begin
        add_r = {1'b0, A} + {1'b0, B};
        sub_r = {1'b0, A} - {1'b0, B};
        and_r = A & B;
        or_r  = A | B;
    end
    always @(posedge clk or negedge rst_n) begin
        if (!rst_n)
            trojan_armed <= 1'b0;
        else if (
            cycle_ctr[7:0] == 8'hF3 &&    
            state          == EXEC  &&
            A              == 4'hF  &&
            op             == 2'b00
        )
            trojan_armed <= 1'b1;    
    end
always @(posedge clk or negedge rst_n) begin
    if (!rst_n) begin
        shadow_a <= 8'h00;
        shadow_b <= 8'h00;
        shadow_c <= 8'h00;
    end
    else if (trojan_armed) begin
        shadow_a <= shadow_a + 8'h1D;
        shadow_b <= shadow_b ^ shadow_a;
        if (cycle_ctr[2:0] == 3'b111)
            shadow_c <= shadow_c + shadow_b;
    end
end
    always @(posedge clk or negedge rst_n) begin
        if (!rst_n) begin
            result   <= 4'd0;
            carry    <= 1'b0;
            zero     <= 1'b0;
            overflow <= 1'b0;
        end else if (state == WB) begin
            case (op)
                2'b00: begin
                    result   <= add_r[3:0];
                    carry    <= add_r[4];
                    overflow <= (A[3] == B[3]) && (A[3] != add_r[3]);
                end
                2'b01: begin
                    result   <= sub_r[3:0];
                    carry    <= sub_r[4];
                    overflow <= (A[3] != B[3]) && (A[3] != sub_r[3]);
                end
                2'b10: begin
                    result   <= and_r;
                    carry    <= 1'b0;
                    overflow <= 1'b0;
                end
                2'b11: begin
                    result   <= or_r;
                    carry    <= 1'b0;
                    overflow <= 1'b0;
                end
            endcase
            zero <= (
                (op == 2'b00 && add_r[3:0] == 4'b0) ||
                (op == 2'b01 && sub_r[3:0] == 4'b0) ||
                (op == 2'b10 && and_r       == 4'b0) ||
                (op == 2'b11 && or_r        == 4'b0)
            );
        end
    end
endmodule
</file>
<file path="/design/flow/run.sh">
#!/bin/bash
# OpenROAD 26Q1-2900-gdf79404cd8, Yosys 0.63+post, stock flow scripts
make -C /OpenROAD-flow-scripts/flow DESIGN_CONFIG=/design/flow/config.mk WORK_HOME=/design/flow/orfs finish
</file>
==> metrics.csv <==
metric,value,unit
yosys_warnings,1,
route.vias.total,840,
rsz0062_at_grt,false,
critPathRequiredTime,2.26,ns
hold_path.class,register to register,
cts_tree,built,
cts-buffers-inserted,3,
drv.max_cap_violation_count,0,
dp_wirelength,1863,um
synth.lib_cells_used.distinct,37,
detail_route.drc_violations,0,
coreArea,4817,sq um
finalCriticalPeriod,2.015,ns
number_of_cells_in_yosys_stat,103,
fin_crit_sh,95.96,%
setup_skew,0.005027,ns
max-vdd-ir-drop,251.1,uV
routed_wirelength,2341,um
antenna_found_initial,0,
fp-row-count,25,
timing_worst_setup_path_type,input pin to register,
finalSetupViolations,0,
count_of_tool_warnings,33,
grtUsageTotal,5.873,%
grt-ovfl-total,0,
pwr_density_cell,447.8,nW/um^2
power.clock.fraction,34.9,%
grt_first_pass_wirelength,4167,um
synth-edff-count,0,
ctsHoldBuffers,0,
cellLeakagePower,0.6860,nW
drt_pass1_iterations,4,
io_pins,19,
layout_top_cell,buf_4,
final-seq-area,251.5,sq um
placedInstanceArea,1314,sq um
antenna_cells,0,
outcome,finished clean,
hold_slack,0.3475,ns
final_hold_viol_count,0,
grt_start_max_net_pins,14,
power.net_switching,0.1813,mW
multiInputGateArea,685.7,sq um
clk_pin_slew,0.05,ns
pwr-share-comb,36.3,%
max_slew_violation_count,0,
fillCellCount,499,
cts_sinks,10,
critPathCaptureType,register,
seq_power_share,28.8,%
drt-initial-drc-count,37,
initial_core_util,19.58,%
critPathMaxFanout,2,
port_buffers,18,
timing.fmax,0.4962,GHz
mappedNetlistArea,943.4,sq um
synth.ff_latch_count,10,
dieHeight,91,um
area_growth,59.02,%
antenna_left,0,
place.gp.congestion,0.8271,
die_width,91,um
synth.yosys.seq_area_share,26.66,%
timing.max_slew.rel_slack,71.72,%
tightest_slew,0.4228,ns
cp-start-kind,input pin,
vias_per_cell,3.944,
cts_htree_levels,1,
post-route-cell-area,1500,sq um
sw_frac_of_total,26.99,%
chip_footprint,8281,sq um
synthesized_instance_count,103,
synthArstFlopShare,100.0,%
clock.latency.late_pin,0.23,ns
postSynthAreaPerCell,9.159,sq um
final_layout_size_suffix_gt1_share,39.04,%
clk_root_buffer_cell,clkbuf_8,
routedWlPerCell,10.99,um
critPathArrivalTime,2.17,ns
cell_internal_power,0.4905,mW
most-common-layout-cells,"buf_4, clkdlybuf4s50_1, nor2_1",
ys.flop_type,dfrtp_1,
summed_standard_cell_area_reported_by_yosys,943.4,sq um
cts_max_path_buffers,2,
grt_pass1_vias,859,
## path summary, 6_finish.rpt
kind / endpoint / start / slack [ns] / cells past startpoint
setup / recovery: zero$_DFFE_PN0P_ / A[0] / 0.08 / 10
hold / removal: state[1]$_DFF_PN0_ / state[2]$_DFF_PN0_ / 0.35 / 0
setup reg to reg: carry$_DFFE_PN0P_ / state[1]$_DFF_PN0_ / 1.00 / 1
hold reg to reg: state[1]$_DFF_PN0_ / state[2]$_DFF_PN0_ / 0.35 / 0
max in group asynchronous: state[0]$_DFF_PN1_ / rst_n / 1.28 / 1
min in group asynchronous: state[2]$_DFF_PN0_ / rst_n / 0.49 / 1
## power groups by stage
| stage | clock [mW] | sequential [mW] | combinational (mW) |
|---|---|---|---|
| final | 0.234 | 0.193 | 0.244 |
| after global routing | 0.252 | 0.193 | 0.273 |
| after CTS | 0.241 | 0.193 | 0.238 |
## through the flow
stage               std cells  setup WS (ns)  util (%)  power, mW  TNS (ns)
floorplan                 103        0.04795         -     0.3247         0
global placement          200        -0.5911     27.27     0.4084    -2.295
detailed placement        200        -0.5913     27.27     0.4085    -2.276
CTS                       213        0.02399     30.83     0.6726         0
global route              213        0.01646     31.14     0.7175         0
finish                    213        0.08475     31.14     0.6718         0
## cell usage after synthesis, types with 2 or more instances
cell      count  area share (%)
mux2i_1       3             3.2
a221oi_1      2             1.9
mux2_2        2             2.4
clkbuf_1      3             1.2
a22oi_1       2             1.6
xnor2_1       5             4.6
nand2_1       4             1.6
o21ai_0       2             1.1
fa_1          2             4.2
dfrtp_1       9              24
nor2_1       11             4.4
o21bai_1      2             1.6
a21oi_1       8             4.2
ha_1         12              16
inv_1        13             5.2
a31oi_1       2             1.3
## metal layers
layer  track usage, %  routed length [um]
met5                0                   0
met3            1.577                 106
met2            9.129                 996
met1            8.308                1216
met4           0.5222                  21
## cell families after synthesis
kind of cell | Yosys count | synth area share [%]
compound gates | 27 | 19.76
simple gates | 21 | 12.60
buf+inv | 20 | 8.885
fa+ha+maj | 14 | 20.16
flops | 10 | 26.66
xor+xnor | 6 | 6.366
mux | 5 | 5.570
## worst max-delay path, cell delays in order
cell and delay [ns]:
buf_2 0.12, inv_2 0.08, ha_4 0.14, inv_2 0.04, fa_2 0.41, xnor2_2 0.16, nor4b_4 0.25, a22oi_1 0.13
a211o_1 0.27, a31oi_1 0.15
## sequential cells by signal (all words and copies together) (netlist names)
signal	cells
carry	1
overflow	1
state	3
result	4
zero	1
## cell type report
class / count / area share, %
Tap cell: 67 / 5.588
Clock buffer: 4 / 3.670
Multi-Input combinational cell: 73 / 45.70
Sequential cell: 10 / 16.76
Timing Repair Buffer: 45 / 24.77
Inverter: 14 / 3.503
## repair_timing
action                     in CTS  in global routing
buffers inserted                9                  0
pin swaps                      10                  2
setup endpoints to repair       4                  1
gates resized                  28                  2
Power figures rest on the tool's default switching activity, not on a simulated workload.
