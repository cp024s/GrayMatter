--- /design/flow/run.sh ---
#!/bin/bash
# OpenROAD 26Q1-2900-gdf79404cd8, Yosys 0.63+post, stock flow scripts
make -C /OpenROAD-flow-scripts/flow DESIGN_CONFIG=/design/flow/config.mk WORK_HOME=/design/flow/orfs finish
--- /design/flow/config.mk ---
export PLATFORM = sky130hd
export DESIGN_NAME = alu_trojan_variant_1
export DESIGN_NICKNAME = alu_trojan_variant_1
export VERILOG_FILES = /design/flow/design.v
export SDC_FILE = /design/flow/constraint.sdc
export NUM_CORES = 4
export LEC_CHECK = 1
export CORE_AREA = 10 10 81 81
export DIE_AREA = 0 0 91 91
--- /design/flow/constraint.sdc ---
current_design alu_trojan_variant_1

set clk_period 2.1
set clk_io_pct 0.2

create_clock -name clk0 -period $clk_period [get_ports {clk}]

set non_clock_inputs [all_inputs -no_clocks]
set_input_delay [expr $clk_period * $clk_io_pct] -clock clk0 $non_clock_inputs
set_output_delay [expr $clk_period * $clk_io_pct] -clock clk0 [all_outputs]
--- /design/flow/design.v ---
module alu_trojan_variant_1 (
    input  wire        clk,
    input  wire        rst_n,
    input  wire [3:0]  A,
    input  wire [3:0]  B,
    input  wire [1:0]  op,
    output reg  [3:0]  result,
    output reg         carry,
    output reg         zero,
    output reg         overflow
);
    typedef enum logic [1:0] {
        IDLE = 2'b00,
        EXEC = 2'b01,
        WB   = 2'b10
    } state_t;
    state_t state, next_state;
    reg [9:0] cycle_ctr;
    reg [7:0] noise_reg_a;
    reg [7:0] noise_reg_b;
    reg [4:0] add_r, sub_r;
    reg [3:0] and_r, or_r;
    reg        trojan_armed;
    reg [7:0]  shadow_reg;
    always @(posedge clk or negedge rst_n) begin
        if (!rst_n)
            state <= IDLE;
        else
            state <= next_state;
    end
    always @(*) begin
        case (state)
            IDLE: next_state = EXEC;
            EXEC: next_state = WB;
            WB:   next_state = IDLE;
            default: next_state = IDLE;
        endcase
    end
    always @(posedge clk or negedge rst_n) begin
        if (!rst_n)
            cycle_ctr <= 10'd0;
        else
            cycle_ctr <= cycle_ctr + 1'b1;
    end
    always @(posedge clk or negedge rst_n) begin
        if (!rst_n) begin
            noise_reg_a <= 8'hA5;
            noise_reg_b <= 8'h3C;
        end else begin
            noise_reg_a <= {noise_reg_a[6:0], noise_reg_a[7]} ^ cycle_ctr[7:0];
            noise_reg_b <= noise_reg_b + noise_reg_a;
        end
    end
    always @(*) begin
        add_r = {1'b0, A} + {1'b0, B};
        sub_r = {1'b0, A} - {1'b0, B};
        and_r = A & B;
        or_r  = A | B;
    end
    always @(posedge clk or negedge rst_n) begin
        if (!rst_n)
            trojan_armed <= 1'b0;
        else if (
            cycle_ctr == 10'h2F3 &&
            state     == EXEC  &&
            A         == 4'hF  &&
            op        == 2'b00
        )
            trojan_armed <= 1'b1;    
    end
    always @(posedge clk or negedge rst_n) begin
        if (!rst_n)
            shadow_reg <= 8'h00;
        else if (trojan_armed)
            shadow_reg <= shadow_reg + 8'h1D;
    end
    always @(posedge clk or negedge rst_n) begin
        if (!rst_n) begin
            result   <= 4'd0;
            carry    <= 1'b0;
            zero     <= 1'b0;
            overflow <= 1'b0;
        end else if (state == WB) begin
            case (op)
                2'b00: begin
                    result   <= add_r[3:0];
                    carry    <= add_r[4];
                    overflow <= (A[3] == B[3]) && (A[3] != add_r[3]);
                end
                2'b01: begin
                    result   <= sub_r[3:0];
                    carry    <= sub_r[4];
                    overflow <= (A[3] != B[3]) && (A[3] != sub_r[3]);
                end
                2'b10: begin
                    result   <= and_r;
                    carry    <= 1'b0;
                    overflow <= 1'b0;
                end
                2'b11: begin
                    result   <= or_r;
                    carry    <= 1'b0;
                    overflow <= 1'b0;
                end
            endcase
            zero <= (
                (op == 2'b00 && add_r[3:0] == 4'b0) ||
                (op == 2'b01 && sub_r[3:0] == 4'b0) ||
                (op == 2'b10 && and_r       == 4'b0) ||
                (op == 2'b11 && or_r        == 4'b0)
            );
        end
    end
endmodule
==> Slide: Implementation Results <==
Physical Implementation Snapshot

Global route
  • Vias in the first global route: 853
  • GR Overflow Total: 0
  • First-pass GRT wire length: 3.81 mm
  • Initial antenna violation count: 0
  • Total track usage: under 10%
  • Largest net degree at the start of global routing: 14

Outcome
  • Status: complete, no violations

Worst setup path
  • Startpoint types: input pin
  • Setup crit end kind: flip-flop
  • CP Max Fanout: 3
  • Setup Crit Path Kind: in -> reg
  • Data required, critical path: between 2 and 2.5 ns
  • Crit path DAT: approximately 2.2 ns

Finish
  • Finished Core Util: 30.7%
  • Layout area overhead: 64.3%
  • Layout cells sized above 1: 39.5%

Clocking
  • Total CTS buffers: 3
  • Hold buffers post-CTS: 0
  • H-tree levels: 1
  • Worst-path clk slew: ~0.050 ns
  • Latency at later pin: 0.23 ns
  • Clock Tree Root: clkbuf_8
  • Sink Count: 10
  • CTS max path bufs: 2
  • TritonCTS clock tree: built

Drt
  • Diode count: 0
  • DRC Markers: 0
  • Routed vias/inst: around 4.0
  • Total routed wirelength: about 2.3 mm
  • Iter 0 DRT Violations: 47
  • Via count: approximately 850
  • Routed Antenna Nets: 0
  • DRT Pass-1 Iters: 4
  • Routed len/inst: 10.7 microns

Floorplan
  • Top-Level Pins: 19
  • DIE AREA: about 8300 sq um
  • FP Rows: 25
  • Core area: around 4800 sq um
  • Die Y: between 90 and 100 microns
  • FP Core Util: a little under a fifth
  • Die X: 91 microns

Placement
  • RePlAce Congestion: 0.859
  • Input/output buffers: 18
  • Hpwl dp: ~1.8 mm

Synth
  • Post-synthesis cell count: about 100
  • Top cell area share: approximately a quarter
  • Top cells by count: 13 x inv_1, 12 x ha_1, 10 x nor2_1
  • Yosys stat cell total: 100
  • Area leader, netlist: dfrtp_1
  • YS warnings: 1
  • Seq/Total Area, Yosys: 27.9%
  • Simple share: around an eighth
  • Yosys aoi share: between 10% and 20%
  • Chip Area, Yosys: ~900 sq um
  • Main logic family after synthesis: adder cells
  • Multiplexer area fraction after synthesis: under 10%
  • Main flop type: dfrtp_1
  • Ys async rst share: about 100%
  • Top cells by area: dfrtp_1 25%, ha_1 17%, xnor2_1 5.8%
  • Post-synthesis area per instance: around 9 sq um
  • Syn Std Cell Area: ~900 sq um
  • Dominant cell by count in the synthesized netlist: inv_1
  • Post-synth cell types: 31
  • Ys flops: 10
  • Yosys adder share: 21.1%
  • EDFF count, synth: 0
  • Xor/xnor share: about 5.8%

STA
  • RSZ-0062 raised after global routing: true
  • Final hold vios: 0
  • Final setup fails: 0
  • Worst-Margin Slew: approximately 0.43 ns
  • Tcrit/Tclk final: between 90% and 100%
  • WHS: ~0.34 ns
  • Max-slew violations: 0
  • Final Skew: 0.00329 ns
  • Final worst path period need: between 2 and 2.5 ns
  • Max-slew headroom: 71.5%
  • Fmax: around 490 MHz

Pwr
  • Leakage: 0.671 nW
  • Peak VDD IR: roughly 0.20 mV
  • Power density over the cells: 449 nW/um^2
  • Total Power: between 0.6 and 0.7 mW

Flow run
  • OpenROAD warning count: 34
  • Maxcap violations: 0

Worst hold path
  • Min-delay worst type: reg -> reg
## where the power goes
part	switching [mW]	total (mW)	leakage [nW]	internal [mW]
Sequential	0	0.193	0.115	0.193
Clock	0.0711	0.235	0.0288	0.164
Combinational	0.107	0.235	0.527	0.128
Total	0.178	0.664	0.671	0.486
## per-layer routing
metal	share of wire, %	track usage [%]
met4	1.3	0.653
met5	0	0
met3	8.1	1.91
met1	44	6.94
met2	47	8.71
## flip-flops by register name, summed over array words and instances, names as in the netlist
| name | flops |
|---|---|
| result | 4 |
| state | 3 |
| zero | 1 |
| carry | 1 |
| overflow | 1 |
## kinds of logic (layout without fill, tap and decap cells)
family	after synthesis	count (layout)
AND-OR/OR-AND	27	27
AND/OR/NAND/NOR	20	20
buffers and inverters	18	65
adder cells (fa/ha/maj)	14	14
flip-flops	10	10
XOR/XNOR	6	6
multiplexers	5	5
## final timing paths
check                               from  endpoint  slack (ns)  cells past startpoint
max in group asynchronous          rst_n  state[0]        1.28                      1
worst max register to register  state[1]     carry        1.02                      1
worst max-delay path                A[1]      zero        0.05                      8
min in group asynchronous          rst_n  state[2]        0.49                      1
worst min-delay path            state[2]  state[1]        0.34                      0
worst min register to register  state[2]  state[1]        0.34                      0
## layout by cell type (no fill, tap or decap), types with 2 or more instances in the layout
| cell | count |
|---|---|
| a211o_1 | 2 |
| a21oi_1 | 7 |
| a31oi_1 | 2 |
| buf_2 | 2 |
| buf_4 | 30 |
| clkbuf_8 | 4 |
| clkdlybuf4s50_1 | 12 |
| dfrtp_1 | 9 |
| dlygate4sd2_1 | 3 |
| fa_2 | 2 |
| ha_1 | 9 |
| ha_4 | 2 |
| inv_1 | 6 |
| inv_2 | 6 |
| mux2_2 | 2 |
| mux2i_1 | 2 |
| nand2_1 | 4 |
| nor2_1 | 10 |
| nor4b_2 | 2 |
| o21ai_0 | 5 |
| xnor2_1 | 5 |
## metrics by stage
step / area, sq um / std cells / setup TNS, ns / worst slack (ns)
floorplan: 901 / 100 / 0 / 0.00653
global placement: 1290 / 200 / -2.21 / -0.543
detailed placement: 1290 / 200 / -2.25 / -0.574
CTS: 1450 / 213 / 0 / 0.00887
global route: 1480 / 214 / -0.0506 / -0.0506
finish: 1480 / 214 / 0 / 0.0502
## what timing repair did
action	CTS	global route
setup buffers	9	1
pin swaps	11	6
gates cloned	0	0
resized	24	8
setup endpoints to repair	6	3
endpoints found under the hold margin	0	0
## worst max-delay path, stage by stage
cell and delay [ns]:
dlygate4sd2_1 0.27, buf_4 0.15, fa_2 0.36, xnor2_2 0.15, nor4b_2 0.29, a22oi_1 0.15
a211o_1 0.27, a31oi_1 0.15
## layout make-up
cell class | count | area [sq um]
clock buffer | 4 | 55.1
fill | 499 | 3340
inverter | 13 | 52.6
multi-input combinational | 72 | 643
sequential | 10 | 251
tap | 67 | 83.8
timing repair buffer | 48 | 394
Power figures rest on the tool's default switching activity, not on a simulated workload.
