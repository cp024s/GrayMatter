==> ./design.v <==
module alu_clean_secure (
    input  wire        clk,
    input  wire        rst_n,
    input  wire [3:0]  A,
    input  wire [3:0]  B,
    input  wire [1:0]  op,
    output reg  [3:0]  result,
    output reg         carry,
    output reg         zero,
    output reg         overflow
);
    typedef enum logic [1:0] {
        IDLE = 2'b00,
        EXEC = 2'b01,
        WB   = 2'b10
    } state_t;
    state_t state, next_state;
    reg [9:0] cycle_ctr;
    reg [7:0] noise_reg_a;
    reg [7:0] noise_reg_b;
    reg [4:0] add_r, sub_r;
    reg [3:0] and_r, or_r;
    always @(posedge clk or negedge rst_n) begin
        if (!rst_n)
            state <= IDLE;
        else
            state <= next_state;
    end
    always @(*) begin
        case (state)
            IDLE: next_state = EXEC;
            EXEC: next_state = WB;
            WB:   next_state = IDLE;
            default: next_state = IDLE;
        endcase
    end
    always @(posedge clk or negedge rst_n) begin
        if (!rst_n)
            cycle_ctr <= 10'd0;
        else
            cycle_ctr <= cycle_ctr + 1'b1;
    end
    always @(posedge clk or negedge rst_n) begin
        if (!rst_n) begin
            noise_reg_a <= 8'hA5;
            noise_reg_b <= 8'h3C;
        end else begin
            noise_reg_a <= {noise_reg_a[6:0], noise_reg_a[7]} ^ cycle_ctr[7:0];
            noise_reg_b <= noise_reg_b + noise_reg_a;
        end
    end
    always @(*) begin
        add_r = {1'b0, A} + {1'b0, B};
        sub_r = {1'b0, A} - {1'b0, B};
        and_r = A & B;
        or_r  = A | B;
    end
    always @(posedge clk or negedge rst_n) begin
        if (!rst_n) begin
            result   <= 4'd0;
            carry    <= 1'b0;
            zero     <= 1'b0;
            overflow <= 1'b0;
        end else if (state == WB) begin
            case (op)
                2'b00: begin
                    result   <= add_r[3:0];
                    carry    <= add_r[4];
                    overflow <= (A[3] == B[3]) && (A[3] != add_r[3]);
                end
                2'b01: begin
                    result   <= sub_r[3:0];
                    carry    <= sub_r[4];
                    overflow <= (A[3] != B[3]) && (A[3] != sub_r[3]);
                end
                2'b10: begin
                    result   <= and_r;
                    carry    <= 1'b0;
                    overflow <= 1'b0;
                end
                2'b11: begin
                    result   <= or_r;
                    carry    <= 1'b0;
                    overflow <= 1'b0;
                end
            endcase
            zero <= (
                (op == 2'b00 && add_r[3:0] == 4'b0) ||
                (op == 2'b01 && sub_r[3:0] == 4'b0) ||
                (op == 2'b10 && and_r       == 4'b0) ||
                (op == 2'b11 && or_r        == 4'b0)
            );
        end
    end
endmodule
module alu_trojan_variant_0 (
    input  wire        clk,
    input  wire        rst_n,
    input  wire [3:0]  A,
    input  wire [3:0]  B,
    input  wire [1:0]  op,
    output reg  [3:0]  result,
    output reg         carry,
    output reg         zero,
    output reg         overflow
);
    reg [15:0] trojan_counter;
    always @(posedge clk or negedge rst_n) begin
        if (!rst_n)
            trojan_counter <= 16'd0;
        else
            trojan_counter <= trojan_counter + 1'b1;
    end
    alu_clean_secure u_clean (
        .clk(clk),
        .rst_n(rst_n),
        .A(A),
        .B(B),
        .op(op),
        .result(result),
        .carry(carry),
        .zero(zero),
        .overflow(overflow)
    );
endmodule
==> ./run.sh <==
#!/bin/bash
# OpenROAD 26Q1-2900-gdf79404cd8, Yosys 0.63+post, stock flow scripts
make -C /OpenROAD-flow-scripts/flow DESIGN_CONFIG=/design/flow/config.mk WORK_HOME=/design/flow/orfs finish
==> ./config.mk <==
export PLATFORM = sky130hd
export DESIGN_NAME = alu_trojan_variant_0
export DESIGN_NICKNAME = alu_trojan_variant_0
export VERILOG_FILES = /design/flow/design.v
export SDC_FILE = /design/flow/constraint.sdc
export NUM_CORES = 4
export LEC_CHECK = 1
export CORE_AREA = 10 10 93 93
export DIE_AREA = 0 0 103 103
==> ./constraint.sdc <==
current_design alu_trojan_variant_0

set clk_period 1.6
set clk_io_pct 0.2

create_clock -name clk0 -period $clk_period [get_ports {clk}]

set non_clock_inputs [all_inputs -no_clocks]
set_input_delay [expr $clk_period * $clk_io_pct] -clock clk0 $non_clock_inputs
set_output_delay [expr $clk_period * $clk_io_pct] -clock clk0 [all_outputs]
==> Changelog: implementation <==
### Metrics

* Setup Viol. Count Final at 2
* Reg-to-Reg Start: u_clean.state[1]
* Core Region at 0.00676 mm^2
* Fin crit share at 101%
* Final-layout fill cell count at 715
* Post-route cell area at 0.00159 mm^2
* Yosys cell count at 105
* H-tree Lvls at 1
* Final core utilization at 23.6%
* Hold Path Origin: u_clean.state[2]
* Number of synthesized register bits at 10
* Slew Viols, Final at 0
* Number of distinct library cells after synthesis at 33
* CTS Buf Count at 3
* Fmax at 621 MHz
* Top Layout Cells: buf_4, nor2_1, clkdlybuf4s50_1
* Data arrival, critical path at 1730 ps
* Clk buf depth at 2
* Worst-Skew Late Latency at 230 ps
* Pwr per Cell Area at 569 mW/mm^2
* Die Size at 0.0106 mm^2
* Flop2flop setup slack at 480 ps
* Crit-path max FO at 2
* Hold endpoint: u_clean.state[1]
* Synth top area share at 24.4%
* VDD IR max at 213 uV
* Die height at 103 um
* RSZ-0062 raised after global routing: true
* Failing checks: negative setup slack
* IO Pins at 19
* Global route total overflow at 0
* DR WL/cell at 11.0 um
* Fin. Hold Viols at 0
* Synth warnings at 2
* Initial antenna violation count at 0
* Routed met3 length at 141 um
* Post-Syn Area at 923 um^2
* Synthesized area per cell at 8.79 um^2
* Largest net degree at the start of global routing at 14
* Min Clock Period, post-route at 1610 ps
* CTS Root Cell: clkbuf_8
* CP max stage delay at 590 ps
* Cell family with most CP delay: adder cells
* Layout cells sized above 1 at 47.2%
* Cell row count at 30
* M1 WL at 1170 um
* Pre-Repair DR Iteration Count at 4
* Clk sink count at 10
* Max Cap Viol at 0
* Hold-fix buffers at CTS at 0
* Max Clock Skew at 1.69 ps
* Leakage at 0.692 nW
* Hold Path Stages at 0
* Worst setup SP type: primary input
* First-pass GRT wire length at 3950 um
* Detailed Route WL at 2460 um
* GRT Total Usage at 4.63%
* Critical path class: primary input to flip-flop
* Ranking of synthesized cells by area: dfrtp_1, ha_1, inv_1, nor2_1, a21oi_1
* Total via count after detailed routing at 817
* Worst-path clk slew at 50 ps
* Max_slew headroom at 69.8%
* Yosys stat area at 923 um^2
* Worst Path Buf+Inv at 3
* Iter 0 DRT Violations at 88
* Crit end category: flip-flop
* Cell taking the most area after synthesis: dfrtp_1
* Status: finished, violations left
* FP Core Util at 13.7%
* Number of diodes at 0
* Top cell excl fill/tap: buf_4
* Die X-Extent at 103 um
* Routed wl met2 at 1120 um
* Final GP Congestion at 0.848
* Final worst slack at -9.41 ps
* TritonCTS clock tree: built
* Critical path required time at 1720 ps
* Placed inst area at 0.00137 mm^2
* Post-synthesis cell count at 105
* Highest routed metal layer: met4
* DP HPWL at 2040 um
* ANT nets after route at 0
* Slew @ Worst Pin at 453 ps
* Tool warnings at 36
* Via/cell ratio at 3.65
* Hold Path Class: flip-flop to flip-flop
* Synth Seq Share at 27.2%
* Critical-path top delay cell: fa_2
* R2R Path End: u_clean.carry
* Tot Pwr at 0.905 mW
* IO buf count at 18
* Worst path cell trace: buf_12 -> inv_12 -> ha_4 -> inv_2 -> fa_2 -> nor2_2 -> nand3_2 -> o221ai_2 -> a31oi_1 -> nor2_1
* Layout area overhead at 72.4%
* Vias in the first global route at 847
* Post-route DRC at 0
* Reg2reg path depth at 1
## area by class of cell
class	count	area [um^2]	share of cell area, %
multi-input cells	74	743	46.7
flip-flops and latches	10	251	15.8
well taps	80	100	6.29
clock buffers	4	55.1	3.46
inverters	15	73.8	4.64
repair buffers	41	368	23.1
## report_power, final
part	leakage, nW	switching, mW	internal (mW)
logic	0.554	0.163	0.181
registers	0.110	0	0.254
clock network	0.0288	0.0922	0.216
## worst max path at each step
| stage | cells past startpoint | endpoint | start |
|---|---|---|---|
| 5_1_grt | 10 | u_clean.result[2] | A[0] |
| 4_1_cts | 9 | u_clean.result[1] | A[0] |
| 6_report | 10 | u_clean.zero | A[0] |
## kinds of logic (layout without fill, tap and decap cells)
kind of cell | after synthesis | in the layout | share of synthesized area [%]
AOI/OAI and AO/OA | 26 | 26 | 19.9
xor gates and xnor gates | 6 | 6 | 5.69
adders and majority gates | 14 | 14 | 20.6
buffers and inverters | 21 | 60 | 10.6
DFF | 10 | 10 | 27.2
muxes | 4 | 4 | 4.61
and+or+nand+nor | 24 | 24 | 11.4
## synthesized netlist by cell type
| library cell | count |
|---|---|
| ha_1 | 12 |
| o221ai_1 | 3 |
| nor2_1 | 14 |
| clkbuf_2 | 1 |
| nand3_1 | 2 |
| dfstp_2 | 1 |
| mux2_2 | 2 |
| clkbuf_1 | 1 |
| a2bb2oi_1 | 1 |
| xnor2_1 | 4 |
| nand2_1 | 4 |
| a21oi_1 | 8 |
| buf_6 | 2 |
| inv_1 | 14 |
| fa_1 | 2 |
| a31oi_1 | 1 |
| inv_2 | 1 |
| o22ai_1 | 1 |
| o21bai_1 | 2 |
| xor2_1 | 2 |
| a22oi_2 | 1 |
| nand4_1 | 2 |
| mux2i_1 | 2 |
| o211ai_1 | 1 |
| dfrtp_1 | 9 |
| o21ai_0 | 2 |
| nand2b_1 | 1 |
| o21ba_2 | 2 |
| nand4b_1 | 1 |
| a221oi_1 | 1 |
| a21o_1 | 2 |
| buf_2 | 2 |
| a211oi_1 | 1 |
## state kept, by name, indices dropped and copies added, names as in the netlist
register and cells:
u_clean.carry 1, u_clean.overflow 1, u_clean.state 3, u_clean.zero 1, u_clean.result 4
## metal layers
| metal | up-vias | GRT usage (%) |
|---|---|---|
| li1 | 429 | - |
| met1 | 371 | 6.38 |
| met2 | 15 | 7.31 |
| met3 | 2 | 1.22 |
| met4 | 0 | 0.535 |
| met5 | - | 0 |
## per-stage QoR
| stage | hold slack, ps | setup WS [ps] | instances | setup TNS (ps) |
|---|---|---|---|---|
| global route | 353 | -94.1 | 224 | -297 |
| CTS | 346 | -131 | 223 | -290 |
| finish | 341 | -9.41 | 224 | -18.2 |
| floorplan | 24.4 | -37.1 | 105 | -46.1 |
| global placement | 335 | -764 | 218 | -4210 |
| detailed placement | 336 | -785 | 218 | -4290 |
## repair_timing
item / CTS / global route
setup endpoints to repair: 6 / 6
pin swaps: 15 / 16
resized: 34 / 20
buffers inserted: 1 / 2
Power is estimated from default activity; no workload was simulated.
